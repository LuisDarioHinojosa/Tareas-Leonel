==> flow/design.v <==
module Controller(
	input clk,
	input rst,
   input sa,
   input za,
   input sv,
   input zv,
   output pa,
   output ta,
   output pv,
   output tv,
	output taen,
	output tven
);
parameter ResetTimerA = 3'b000;
parameter WaitA = 3'b001;
parameter PaceA = 3'b010;
parameter ResetTimerV = 3'b011;
parameter WaitV = 3'b100;
parameter PaceV = 3'b101;
reg [2:0] STATE, NEXT;
always @(posedge clk)
	begin
		if(rst) STATE <= ResetTimerA;
		else STATE <= NEXT;
	end
always@(*)
	begin
		case(STATE)
            ResetTimerA : NEXT = WaitA;
            WaitA : NEXT = ( sa == 0 & za == 0) ? WaitA : (sa == 0 & za == 1 ) ? PaceA : ResetTimerV;
            PaceA : NEXT = ResetTimerV;
            ResetTimerV : NEXT = WaitV;
            WaitV : NEXT = (sv == 0 & zv == 0) ? WaitV : (sv == 0 & zv == 1) ? PaceV : ResetTimerA;
            PaceV : NEXT = ResetTimerA;
		endcase
	end
assign pa = (STATE == PaceA);
assign ta = (STATE == ResetTimerA);
assign pv = (STATE == PaceV);
assign tv = (STATE == ResetTimerV);
assign tven = (STATE == WaitV);
assign taen = (STATE == WaitA);
endmodule
module Pacemaker2(
    input rst,
    input clk,
    input sa,
    input sv,
    output pa,
    output pv
);
wire za,zv,ta,tv,Pa,Pv,taen,tven;
Controller pacemaker(.clk(clk),.rst(rst),.sa(sa),.sv(sv),.za(za),.zv(zv),.ta(ta),.tv(tv),.pa(Pa),.pv(Pv),.taen(taen),.tven(tven));
TimerA timera(.clk(clk),.rst(ta|rst),.en(taen),.tca(za));
TimerV timerv(.clk(clk),.rst(tv|rst),.en(tven),.tcv(zv));
assign pa = Pa;
assign pv = Pv;
endmodule
module TimerA(
    input clk,
    input rst,
    input en,
    output tca
);
reg [5:0] count;
wire [5:0] nextCount;
assign nextCount = count-1;
always @(posedge clk) 
    begin
        if(rst) count <= 2'd29;
        else if(en) count <= nextCount;
    end
assign tca =  (count == 0);
endmodule
module TimerV(
    input clk,
    input rst,
    input en,
    output tcv
);
reg [6:0] count;
wire [6:0] nextCount;
assign nextCount = count-1;
always @(posedge clk) 
    begin
        if(rst) count <= 2'd44;
        else if(en) count <= nextCount;
    end
assign tcv =  (count == 0);
endmodule
==> flow/run.sh <==
#!/bin/bash
# OpenROAD 26Q1-2900-gdf79404cd8, Yosys 0.63+post, stock flow scripts
make -C /OpenROAD-flow-scripts/flow DESIGN_CONFIG=/design/flow/config.mk WORK_HOME=/design/flow/orfs finish
==> flow/config.mk <==
export PLATFORM = sky130hd
export DESIGN_NAME = Pacemaker2
export DESIGN_NICKNAME = Pacemaker2
export VERILOG_FILES = /design/flow/design.v
export SDC_FILE = /design/flow/constraint.sdc
export NUM_CORES = 4
export LEC_CHECK = 1
export CORE_AREA = 10 10 75 75
export DIE_AREA = 0 0 85 85
==> flow/constraint.sdc <==
current_design Pacemaker2

set clk_period 4.1
set clk_io_pct 0.2

create_clock -name clk0 -period $clk_period [get_ports {clk}]

set non_clock_inputs [all_inputs -no_clocks]
set_input_delay [expr $clk_period * $clk_io_pct] -clock clk0 $non_clock_inputs
set_output_delay [expr $clk_period * $clk_io_pct] -clock clk0 [all_outputs]
==> GITHUB_STEP_SUMMARY <==
## Synthesis and layout report

| Metric | Value |
|---|---|
| Mapped Area | `923.4 sq um` |
| Hold Path Depth | `2` |
| Drt first pass iters | `4` |
| Commonest non-fill, non-tap cells in the layout | `16 x dfxtp_1, 11 x a21oi_1, 8 x nor2b_1` |
| Hold Vio Cnt, Final | `0` |
| First-pass GRT wire length | `roughly 3.2 mm` |
| Via count | `769` |
| Placed cells | `between 150 and 200` |
| GR Util All Layers | `5.070%` |
| Vias per inst | `4.747` |
| Clock tree buffer depth | `2` |
| Top cells, area | `dfxtp_1 35%, a21oi_1 6.0%, nor2b_1 5.4%` |
| Yosys Warn Count | `5` |
| RSZ-0062 raised after global routing | `false` |
| Routing usage on met2 | `6.880%` |
| Worst R2R Start | `pacemaker.STATE[2]$_SDFF_PP0_` |
| Finished Layout Cells | `between 150 and 200` |
| Worst-Margin Slew | `around 0.46 ns` |
| Iter 0 DRT Violations | `66` |
| CP Data Arrival Time | `1.72 ns` |
| Async SR Flop Fraction | `0%` |
| DRC viols | `0` |
| Post_cts resized | `0` |
| Syn Inst Count | `between 100 and 150` |
| Count of unclocked register or latch pins | `3` |
| Post-synthesis register bit count | `19` |
| Hold WC Path Type | `reg -> reg` |
| Startpoint types | `register` |
| Clock-pin slew on the worst setup and hold paths | `~0.070 ns` |
| R2r setup slk | `roughly 2.3 ns` |
| Dominant logic cell type in the layout | `dfxtp_1` |
| Minimum clock period after layout | `about 2.5 ns` |
| Hold_sp | `timerv.count[4]$_SDFFE_PP0P_` |
| Share of cells above drive strength 1 | `between 6 and 7%` |
| CTS Buf Count | `3` |
| ANT cells | `0` |
| Worst EP required | `~3.3 ns` |
| Top Ports | `6` |
| Floorplan core density | `around 23%` |
| Vias in the first global route | `between 600 and 700` |
| Largest net degree at the start of global routing | `17` |
| Gr busiest metal | `met1` |
| Yosys stat area | `approximately 900 sq um` |
| PwrDens | `around 300 nW/um^2` |
| Final Cycle Share | `about three fifths` |
| Met1 usage | `7.737%` |
| Antenna violations before repair | `0` |
| Final setup viols | `0` |
| Clock latency (worst-skew pair) | `0.25 ns` |
| Hold buffer count at cts | `0` |
| CTS tree | `built` |
| Critical path class | `reg -> out` |
| Worst setup EP type | `output pin` |
| Slew margin rel. | `between 60 and 70%` |
| Hold EP | `timerv.count[4]$_SDFFE_PP0P_` |
| ANT nets after route | `0` |
| Hpwl dp | `around 1.3 mm` |
| Rows | `23` |
| Congestion Overflow GR | `0` |
| Met3 usage | `1.541%` |
| FMAX | `0.3940 GHz` |
| Core area | `around 4000 sq um` |
| Worst VDD drop | `around 0.20 mV` |
| # Cells Yosys | `around 110` |
| Endpoints left unconstrained | `3` |
| Synth area leader | `dfxtp_1` |
| Chip footprint | `around 7200 sq um` |
| H-Tree Depth | `1` |
| Tally of OpenROAD warnings | `26` |
| LEAKAGE | `around 0.37 nW` |
| Outcome | `finished clean` |
| Die Wd | `approximately 85 microns` |
| Critical path fanouts, max | `16` |
| Setup Buffers After CTS | `0` |
| DR WL/cell | `around 11 microns` |
| EDFF count, synth | `0` |
| Top_reg_cell synth | `dfxtp_1` |
| Skew final | `0.002975 ns` |
| Syn avg cell area | `8.711 sq um` |
| Area growth syn-to-layout | `16.94%` |
| Max-slew violations | `0` |
| Clk root buf | `clkbuf_8` |
| FF-to-FF End | `timerv.count[5]$_SDFFE_PP0P_` |
| Setup tns final | `0 ns` |
| Routed wire length | `about 1.8 mm` |
| R2R depth | `3` |
| Top-area cell share | `between 30% and 40%` |
| Max-cap viol count | `0` |
| Placer Congestion | `0.7837` |
| Number of port buffers | `5` |
| Die height | `85 microns` |
| Netlist cell types | `35` |
## cells by family (layout without fill, tap and decap cells)
| group | after synthesis | in the layout | synth area share, % |
|---|---|---|---|
| and+or+nand+nor | 50 | 50 | 34.15 |
| AOI/OAI and AO/OA | 24 | 24 | 17.07 |
| DFF | 16 | 16 | 34.69 |
| buffers and inverters | 8 | 14 | 3.252 |
| adders and majority gates | 3 | 3 | 4.065 |
| latches | 3 | 3 | 4.878 |
| xor gates and xnor gates | 2 | 2 | 1.897 |
## worst max path at each step
stage / slack [ns] / cells after the start / from / end
CTS: 1.55 / 3 / pacemaker.STATE[1]$_SDFF_PP0_ / pa
global route: 1.43 / 3 / pacemaker.STATE[1]$_SDFF_PP0_ / pa
finish: 1.56 / 3 / pacemaker.STATE[1]$_SDFF_PP0_ / pa
## cell usage after synthesis, drive strengths merged (2+ instances only)
library cell,number
dfxtp,16
a21oi,11
nor2b,8
nor2,7
o31ai,6
inv,5
or4,5
nand2,4
nand3b,4
clkbuf,3
dlxtn,3
ha,3
nor3b,3
or2,3
a2111oi,2
and2,2
nand2b,2
nand3,2
nor3,2
or3,2
or3b,2
## sequential cells by signal (all words and copies together) (netlist names)
| name | count |
|---|---|
| timera.count | 6 |
| timerv.count | 7 |
| pacemaker.NEXT | 3 |
| pacemaker.STATE | 3 |
## worst max-delay path, cell delays in order, from the launching register on
cell,delay (ns)
dfxtp_1,0.61
nor2b_1,0.23
nor2b_1,0.15
clkdlybuf4s50_1,0.48
## area by class of cell
type                       instances  area [sq um]
fill                             403          2978
multi-input combinational         79         528.0
sequential                        19         365.4
tap                               50         62.56
clock buffer                       4         55.05
timing repair buffer               5         50.05
inverter                           5         18.77
## metrics by stage
step           setup slack [ns]  total power (W)  utilization, %  instance area [sq um]  hold slack, ns
3_5_place_dp              1.845        0.0001873           25.25                   1025          0.4757
5_1_grt                   1.435        0.0003406           26.61                   1080          0.5094
6_report                  1.562        0.0003255           26.61                   1080          0.4869
4_1_cts                   1.554        0.0003293           26.61                   1080          0.4881
2_1_floorplan             2.350        0.0001792               -                  923.4          0.4469
3_3_place_gp              1.862        0.0001867           25.25                   1025          0.4556
## per-layer routing
metal / routed length, microns / part of all wire (%)
met3: 79 / 4.3
met4: 29 / 1.6
met5: 0 / 0
met2: 766 / 42
met1: 949 / 52
## power by group
group	switching (W)	internal [W]	total, W
sequential	0.00000401	0.000158	0.000162
combinational	0.0000112	0.0000105	0.0000217
clock	0.0000563	0.0000852	0.000142
Power is estimated from default activity; no workload was simulated.
